$ cat flow/config.mk
export PLATFORM = sky130hd
export DESIGN_NAME = alu
export DESIGN_NICKNAME = alu
export VERILOG_FILES = /design/flow/design.v
export SDC_FILE = /design/flow/constraint.sdc
export NUM_CORES = 4
export LEC_CHECK = 1
export CORE_UTILIZATION = 40
$ cat flow/constraint.sdc
current_design alu

set clk_period 8.1
set clk_io_pct 0.2

create_clock -name clk0 -period $clk_period [get_ports {i_clk}]

set non_clock_inputs [all_inputs -no_clocks]
set_input_delay [expr $clk_period * $clk_io_pct] -clock clk0 $non_clock_inputs
set_output_delay [expr $clk_period * $clk_io_pct] -clock clk0 [all_outputs]
$ cat flow/design.v
module alu
(
	input wire i_clk,
	input wire i_reset,
	input wire[3:0] i_operation,
	input wire[7:0] i_op1,	 
	input wire[7:0] i_op2,	 
	output wire[7:0] o_result,
	input wire i_halfcarry,
	input wire i_sign,
	input wire i_overflow,
	input wire i_negative,
	input wire i_zero,
	input wire i_carry,
	output wire o_halfcarry,	 
	output wire o_sign,			 
	output wire o_overflow,		 
	output wire o_negative,		 
	output wire o_zero,			 
	output wire o_carry			 
);
reg[7:0] result;
reg overflow;
reg halfcarry;
reg sign;
reg negative;
reg zero;
reg carry;
reg op1_3;
reg op2_3;
reg op1_7;
reg op2_7;
reg[5:0] hsonzc;
reg sub;
reg log;
reg mov_cpse;
reg use_old_zero;
assign o_result = result;
always @(*)
begin
	halfcarry = (log == 1 || mov_cpse == 1)
			? hsonzc[5] 
			: ((op1_3 ^ sub) & op2_3) | ((~result[3] ^ sub) & op2_3) | ((~result[3] ^ sub) & (op1_3 ^ sub));
end
assign o_halfcarry = halfcarry;
always @(*)
begin
	carry = (log == 1 || mov_cpse == 1) 
		? hsonzc[0] 
		: ((op1_7 ^ sub) & op2_7) | ((~result[7] ^ sub) & op2_7) | ((~result[7] ^ sub) & (op1_7 ^ sub));
end
assign o_carry = carry;
always @(*)
begin
	sign = mov_cpse == 1 ? hsonzc[4] : result[7] ^ overflow;
end
assign o_sign = sign;
always @(*)
begin
	if (mov_cpse == 1)
		overflow = hsonzc[3];
	else if (log == 1)
		overflow = 0;
	else
		overflow = (op1_7 & (op2_7 ^ sub) & ~result[7]) | (~op1_7 & (~op2_7 ^ sub) & result[7]);
end
assign o_overflow = overflow;
always @(*)
begin
	negative = mov_cpse == 1 ? hsonzc[2] : result[7];
end
assign o_negative = negative;
always @(*)
begin
	zero = mov_cpse == 1
		? hsonzc[1]
		: ~(result[0] | result[1] | result[2] | result[3] | result[4] | result[5] | result[6] | result[7]) & (~use_old_zero | hsonzc[1]);
end
assign o_zero = zero;
always @(posedge i_clk)
begin
	if (i_clk == 1'b1)
		begin
			if (i_reset == 1'b1)
				begin
					op1_3 <= 0;
					op2_3 <= 0;
					op1_7 <= 0;
					op2_7 <= 0;
					sub <= 0;
					use_old_zero <= 0;
					hsonzc <= 6'b000000;
				end
			else
				begin
					op1_3 <= i_op1[3];
					op2_3 <= i_op2[3];
					op1_7 <= i_op1[7];
					op2_7 <= i_op2[7];
					hsonzc <= {i_halfcarry, i_sign, i_overflow, i_negative, i_zero, i_carry};
					case (i_operation)
						4'b0011, 4'b0111:	 
							begin
								sub <= 0;
								log <= 0;
								mov_cpse <= 0;
								use_old_zero <= 0;
								result <= i_operation[2] == 1 && i_carry == 1
										? i_op1 + i_op2 + 1	 
										: i_op1 + i_op2;	 
							end
						4'b0110, 4'b0010, 4'b0101, 4'b0001, 4'b0100:	 
							begin
								sub <= 1;
								log <= 0;
								mov_cpse <= i_operation == 4'b0100 ? 1 : 0;
								use_old_zero <= ~i_operation[2];
								result <= i_operation[2] == 0 && i_carry == 1
										? i_op1 - i_op2 - 1
										: i_op1 - i_op2;
							end
						4'b1000:	 
							begin
								sub <= 0;
								log <= 1;
								mov_cpse <= 0;
								use_old_zero <= 0;
								result <= i_op1 & i_op2;
							end
						4'b1001:	 
							begin
								sub <= 0;
								log <= 1;
								mov_cpse <= 0;
								use_old_zero <= 0;
								result <= i_op1 ^ i_op2;
							end
						4'b1010:	 
							begin
								sub <= 0;
								log <= 1;
								mov_cpse <= 0;
								use_old_zero <= 0;
								result <= i_op1 | i_op2;
							end
						4'b1011:	 
							begin
								sub <= 0;
								log <= 1;
								mov_cpse <= 1;
								use_old_zero <= 0;
								result <= i_op2;
							end
						default:
							begin
								sub <= 0;
								log <= 0;
								mov_cpse <= 1;
								use_old_zero <= 0;
								result <= 8'b00000000;
							end
					endcase
				end
		end
end
endmodule
$ cat flow/run.sh
#!/bin/bash
# OpenROAD 26Q1-2900-gdf79404cd8, Yosys 0.63+post, stock flow scripts
make -C /OpenROAD-flow-scripts/flow DESIGN_CONFIG=/design/flow/config.mk WORK_HOME=/design/flow/orfs finish
==> results_dict.tcl <==
# collected from the flow reports
set metrics [dict create \
    rsz0062_at_grt "no" \
    wire_length_of_the_first_global_routing_pass_um 8670 \
    min_delay_worst_endpoint "hsonzc[5]" \
    power.share.combinational_pct 41.4 \
    min_period_ps 4030 \
    synth_area_mm2 0.00248 \
    worst-endpoint-required_ps 8200 \
    viasPerCell 5.25 \
    routed_wirelength_um 5190 \
    relative_contribution_of_the_clock_network_to_total_power_pct 25.0 \
    async_reset_ff_share_pct 0 \
    synthMuxAreaShare_pct 6.81 \
    floorplan.die_area_mm2 0.00652 \
    gpl.final_weighted_congestion 0.827 \
    synth-seq-area-share_pct 21.8 \
    power.switching_fraction_pct 30.2 \
    synth_area_leader_cell "ha_1" \
    path_max_fanout 3 \
    cts.reportedPaths.clkPinSlew_ps 70 \
    ys.flop_type "dfxtp_1" \
    cts-buffers-inserted 3 \
    core_area_mm2 0.00596 \
    max_freq_mhz 248 \
    ctsLongestPathBuffers 2 \
    post_synth.cell_area_avg_um2 8.73 \
    synth-adder-area-share_pct 14.6 \
    cts_tree "done" \
    setup_viol 0 \
    critical_path.endpoint_type "flip-flop" \
    globalRouteOverflowTotal 0 \
    yosys_warnings 1 \
    distinct_lib_cells_used 60 \
    cts_htree_levels 1 \
    floorplan.initialDensity_pct 41.6 \
    floorplan.rows 28 \
    post_cts.repair.setup_buffers 0 \
    top_cells_by_area_in_the_synthesized_netlist "ha_1, edfxtp_1, dfxtp_1" \
    cts-hold-fix-buffers 0 \
    yosys.area_share.simple_pct 19.0 \
    number_of_standard_cells_after_synthesis 284 \
    postSynthRegisterBits 22 \
    critical_path_arrival_ps 4120 \
    cts.sinks 22 \
    outcome "finished, final reports clean" \
    p_seq_share_pct 33.7 \
    fp.dieH_um 80.7 \
    finish.utilization_pct 49.9 \
    worst_hold_path.num_cells 2 \
    share_of_cells_above_drive_strength_1_pct 9.40 \
    grt_start_max_net_pins 21 \
    grt_pass1_vias 1893 \
    cap_viol_max_count 0 \
    min_from "i_halfcarry" \
    hold_class "in -> reg" \
    setup-tns-final_ps 0 \
    power_per_cell_area_mw_per_mm2 135 \
    dpl.hpwl_um 4150 \
    report.final.slew_viol_count 0 \
    drc 0 \
    post_cts_resized 0 \
    synthAoiAreaFrac_pct 20.1 \
    synth.yosys.chip_area_mm2 0.00248 \
    worst_slew_margin_rel_pct 42.1 \
    drt_pass1_iterations 4 \
    detail_route.antenna_diodes 0 \
    yosysTopAreaCellShare_pct 12.6 \
    worst_pin_slew_ps 867 \
    flow.area_growth_from_synthesis_pct 19.8 \
    enable_flop_cells 10 \
    leakage_nw 1.24 \
    internal_power_mw 0.280 \
    synthXorXnorAreaFrac_pct 8.63 \
    die_x_um 80.7 \
    cell_count_listed_in_synth_stat_txt 284 \
    vdd_ir_drop_max_uv 113 \
    power_switching_mw 0.121 \
    ios 42 \
    criticalPathCategory "in -> reg" \
    port-buffer-count 41 \
    final-hold-violation-count 0 \
    drt.antenna.violating_nets 0 \
    timing.final.crit_share_pct 49.7 \
    setup.worst_path.start_class "input port" \
    warnings 40 \
    grt_use_total_pct 17.2 \
    ys_top_logic_family "AND-OR/OR-AND gates" \
    clockRootBuffer "clkbuf_8" \
    vias_after_detailed_routing 2067 \
    wl_per_cell_um 13.2 \
    starting_drt_drc_count 87 \
    initial_antenna_violation_count 0 \
]
## through the flow
stage	std cells	total power, mW	hold slack, ps	worst slack, ps	cell area, um^2
final	394	0.401	1910	4070	2970
after CTS	394	0.405	1910	4050	2970
after global placement	390	0.303	2190	3780	2900
after global routing	394	0.428	1920	3890	2970
after detailed placement	390	0.304	2180	3790	2900
after floorplan	284	0.250	1690	4510	2480
## sequential cells by signal (all words and copies together) (netlist names)
register	count
use_old_zero	1
op1_3	1
log	1
mov_cpse	1
result	8
sub	1
op1_7	1
op2_7	1
op2_3	1
hsonzc	6
## cell usage after synthesis (all sizes together) (2+ instances only)
master,count
nand3b,2
buf,5
nor3b,4
and3,2
o221ai,7
nand3,5
o21ai,15
a211oi,3
o211ai,4
nor2,29
edfxtp,10
nor3,3
xnor2,16
ha,25
dfxtp,12
nor4,6
a211o,2
xor2,5
mux4,6
o2111a,2
o21bai,3
or2,3
mux2i,2
nand2b,3
inv,33
nand2,23
nor2b,7
a21o,2
clkbuf,7
fa,2
a21oi,16
## logic make-up (layout without fill, tap and decap cells)
group / Yosys count / count (layout)
muxes: 9 / 9
DFF: 22 / 22
and+or+nand+nor: 93 / 93
buffers and inverters: 45 / 80
AOI/OAI and AO/OA: 65 / 65
xor gates and xnor gates: 22 / 22
adders and majority gates: 28 / 28
## cells in the final DEF, fill, tap and decap left out, types with 2 or more instances in the layout
cell type and instances:
fa_1 2, o2111a_1 2, nor4_1 6, a211oi_2 3, nand2_1 23, o211ai_1 3, xor2_1 5, clkdlybuf4s50_1 41
buf_4 2, inv_1 31, ha_1 25, mux2i_1 2, a211o_1 2, edfxtp_1 10, xnor2_1 15, nor3b_1 4
nor3_1 3, and3_1 2, nor2b_1 7, nand3_1 5, a21o_1 2, a21oi_1 15, nor2_1 29, dfxtp_1 12
inv_2 2, o21bai_1 3, nand2b_1 2, clkbuf_8 3, mux4_2 5, nand3b_1 2, o221ai_1 7, o21ai_0 15
or2_1 2
## critical path, stage by stage
cell and delay, ps:
clkdlybuf4s50_1 480, inv_1 60, ha_1 240, fa_1 460, xnor2_2 210, and4_1 270
nand3_1 110, nor4_1 210, xnor3_1 280, o221ai_1 180
## layer usage
metal	track usage, %	vias to the layer above	part of all wire (%)
met5	0	-	0
met4	2.14	0	0.81
met3	1.25	4	4.1
met2	28.0	49	46
met1	26.5	949	49
li1	-	1065	-
## power by group through the flow
stage	sequential, mW	clock, mW	combinational [mW]
after CTS	0.135	0.103	0.167
after global routing	0.137	0.106	0.185
final	0.135	0.100	0.166
## worst max-delay path by stage
stage | depth (start not counted) | start | slack (ps) | endpoint
after CTS | 10 | i_op1[0] | 4050 | result[7]
after global routing | 10 | i_op1[0] | 3890 | result[7]
final | 10 | i_op1[0] | 4070 | result[7]
## area by class of cell
class,count,area [um^2]
fill,569,2990
timing repair buffer,43,425
sequential,22,541
tap,75,93.8
clock buffer,3,41.3
multi-input combinational,217,1720
inverter,33,124
clock inverter,1,30.0
Power is estimated from default activity; no workload was simulated.
