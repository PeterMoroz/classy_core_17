## flow/config.mk

```make
export PLATFORM = sky130hd
export DESIGN_NAME = ProgramMemory
export DESIGN_NICKNAME = ProgramMemory
export VERILOG_FILES = /design/flow/design.v
export SDC_FILE = /design/flow/constraint.sdc
export NUM_CORES = 4
export LEC_CHECK = 1
export CORE_AREA = 10 10 70 70
export DIE_AREA = 0 0 80 80
```

## flow/constraint.sdc

```tcl
current_design ProgramMemory

set clk_period 1.0
set clk_io_pct 0.2

create_clock -name clk0 -period $clk_period [get_ports {i_clk}]

set non_clock_inputs [all_inputs -no_clocks]
set_input_delay [expr $clk_period * $clk_io_pct] -clock clk0 $non_clock_inputs
set_output_delay [expr $clk_period * $clk_io_pct] -clock clk0 [all_outputs]
```

## flow/design.v

```verilog
module ProgramMemory
(
input wire i_clk,
input wire[15:0] i_addr,
output reg[15:0] o_data
);
reg[15:0] memory_cells[7:0];
initial
begin
	memory_cells[0] = 16'hc003;  
	memory_cells[1] = 16'hfe00;  
	memory_cells[2] = 16'hcfff;  
	memory_cells[3] = 16'hcfff;  
	memory_cells[4] = 16'h9409;  
	memory_cells[5] = 16'h0000;
	memory_cells[6] = 16'h0000;
	memory_cells[7] = 16'h0000;
end
always @(posedge i_clk)
begin
  if (i_clk == 1'b1)
  	o_data <= memory_cells[i_addr];
end
endmodule
```

## flow/run.sh

```bash
#!/bin/bash
# OpenROAD 26Q1-2900-gdf79404cd8, Yosys 0.63+post, stock flow scripts
make -C /OpenROAD-flow-scripts/flow DESIGN_CONFIG=/design/flow/config.mk WORK_HOME=/design/flow/orfs finish
```

==> run summary <==
Item: results of the latest flow run.

- The transition time at the pin with the least slew margin is 0.225 ns.
- Per the detail_route report, vias per standard cell equal 2.39.
- The iteration tally of the first detailed-router pass is 3.
- The number of design-rule violations left by the first detailed-router iteration is 17.
- The type recorded for the worst min-delay path is in2reg.
- The required time of the critical path is 1.15 ns.
- The overall track demand over capacity in global routing is 1.72%.
- The largest stage delay on the critical path is 0.59 ns.
- The standard-cell row count is 21.
- The number of hold-repair buffers added at the cts stage is 0.
- The flow ran to the end, and the final reports show no timing, DRC or antenna violations.
- Cells with a size suffix above 1 make up 32.6% of the layout.
- The detailed router reported a total wirelength of 661 um.
- The setup total negative slack is 0 ns.
- The post-synthesis share of cell area spent on xor and xnor gates is 5.22%.
- The finished layout cell area is 537 um^2.
- The top-area cell type share of the netlist area is 59.7%.
- CTS reports a maximum clock tree buffer depth of 2.
- For this design, the sink count on the clock tree is 10.
- The main area contributors are dfxtp_1 60%, buf_4 16%, xnor2_1 5.2%, nor2_1 4.5%, nor2b_4 4.1%.
- Measured against its own limit, the worst slew margin works out to 85.0%.
- The path with the worst hold slack has its endpoint at o_data[14].
- The area of the die is 6400 um^2.
- CTS placed an instance of clkbuf_4 at the clock tree root.
- The number of vias in the routed layout is 220.
- After technology mapping, the gate count stands at 30.
- Setup violations remaining at the end of the flow were counted as 0.
- In the Yosys report the total cell count is 30.
- The placeable core region is 3420 um^2.
- Cells fill 15.7% of the core in the end.
- The synthesized-area fraction occupied by adder cells is 0%.
- The layout overhead on the synthesized area is 60.1%.
- The number of max-cap violations is 0.
- Once detail routing completed, the nets flagged for antenna violations numbered 0.
- The placed cell area is 538 um^2.
- The DRC violations left is 0.
- The total inserted antenna cells is 0.
- The routed wirelength normalized by instance count is 7.18 um.
- The most frequently used library cell after synthesis is dfxtp_1.
- Sorting the synthesized cells by how often they occur yields 10 x dfxtp_1, 7 x buf_4, 4 x nor2_1, 2 x xnor2_1.
- Entering global routing, the biggest net connects 10 pins.
- In this run the power density over the cells is 1450 nW/um^2.
- The launch point of the worst min-delay path is recorded as i_addr[2].
- The report shows a maximum critical-path fanout of 6.
- Total power for the finished layout comes to 0.780 mW.
- The nature of the critical path endpoint is a flop.
- According to the timing report, the arrival time at the worst endpoint equals 1.08 ns.
- The sum of overflow across all layers after global routing is 0.
- A synthesized cell averages 11.2 um^2.
- The critical path's slowest cell is clkdlybuf4s50_1.
- At the placement stage, the worst setup path has a slack of -0.179 ns.
- The synthesized netlist devotes 5.22% of its cell area to compound gates.
- According to the I/O placement log, the pin count is 33.
- The worst path in the final design needs a cycle of 0.935 ns, including I/O delays and setup.
- According to the floorplan report, the die height is 80 um.
- The largest register by flop count is o_data.
- Of the total synthesized cell area, the portion taken by AND, OR, NAND and NOR gates is 13.1%.
- Yosys reports a chip area of 335 um^2.
- The wire length of the first global-routing pass is 910 um.
- The initial antenna violation count came to 0.
- The tightest hold path in the finished design has a slack of 0.614 ns.
- The post-synthesis mux area share is 0%.
- The mapped netlist covers 335 um^2.
- The number of warning messages in the logs is 38.
- The worst VDD IR drop from the latest analysis is 0.240 mV.
- The placed instance count is 89.
- After its last routability iteration, the placer logged a weighted congestion of 0.688.
- The report lists the cells along the critical path as clkdlybuf4s50_1 -> nor2_1 -> a21o_1.
- The setup slack after layout is 0.0651 ns.
- The count of library flops with an enable pin is 0.
- The leakage dissipation is 0.230 nW.
- The largest registers in the layout are o_data x10.
- For this run, the number of Yosys warnings is 1.
- The fraction of registers with async set/reset is 0%.
- The type of origin of the critical path is an input port.
- Along the critical path, the tally of buffer and inverter instances is 1.
- For reference, the clock transition at the flip-flops on the worst setup and hold paths is 0.06 ns.
- Among the non-sequential cells, buffers and inverters take the most area.
- The netlist uses 11 different library cells.
- In the Yosys report, the sequential cells make up 59.7% of the chip area.
- The achievable frequency is 1070 MHz.
- The final tally of hold violations is 0.
- Setup repair after global routing left no endpoint under its margin.
- For reference, the most critical setup path is categorized as in2reg.
- The register with the most flip-flops in the layout has 10 of them.
- The number of cells on the worst hold path is 3.
- The final cycle utilization of the critical path is 93.5%.
- The library cell with the largest summed area after synthesis is dfxtp_1.
- The die width is 80 um.
- Looking at the clock tree report, the H-tree level count equals 1.
- The count of placed standard cells in the final layout, fillers left out is 92.
- Clock tree synthesis inserted a total of 3 buffers.
- Input and output buffers added on the ports amount to 19.
- The number of storage elements in the synthesis netlist is 10.
- The flip-flop cell with the highest count after synthesis is dfxtp_1.
- The number of global-route vias before repair came to 209.
- On the critical path the largest part of the delay comes from buffers and inverters.
- The number of max-slew violations in the final report is 0.
- The floorplan step records an initial core utilization of 9.82%.
- Summed over all nets, the half-perimeter wirelength after detailed placement is 537 um.
- TritonCTS built the clock tree.
==> layout by cell type, fill, tap and decap left out <==
master / instances
clkdlybuf4s15_1: 10
dfxtp_1: 7
buf_2: 5
nor2_1: 4
clkbuf_4: 3
clkdlybuf4s50_1: 3
xnor2_1: 2
dfxtp_2: 2
inv_1: 1
nor2b_4: 1
a21o_1: 1
nor2b_2: 1
a21oi_1: 1
o21ai_0: 1
and2_1: 1
dfxtp_4: 1
clkbuf_2: 1
buf_4: 1
==> logic make-up (layout without fill, tap and decap cells) <==
group                     Yosys count  in the layout
DFF                                10             10
AOI/OAI and AO/OA                   3              3
and+or+nand+nor                     7              7
buffers and inverters               8             24
xor gates and xnor gates            2              2
==> how the worst max path moves through the flow <==
stage,end,cells after the start,from
CTS,o_data[4],1,o_data[8]
finish,o_data[3],3,i_addr[1]
global route,o_data[15],1,o_data[15]
==> layout make-up <==
class | count | area [um^2]
clock buffer | 3 | 22.5
tap | 46 | 57.6
fill | 382 | 2880
sequential | 10 | 206
inverter | 1 | 3.75
timing repair buffer | 20 | 168
multi-input combinational | 12 | 78.8
==> metal layers <==
metal	global-route usage (%)	share of wire (%)	wire length [um]
met1	2.08	44	289
met4	0.704	0	0
met5	0	0	0
met2	2.09	31	204
met3	1.48	25	167
==> power breakdown <==
group | leakage [nW] | total [mW] | internal (mW) | switching, mW
Sequential | 0.0847 | 0.435 | 0.426 | 0.00824
Combinational | 0.131 | 0.0963 | 0.0679 | 0.0283
Clock | 0.0138 | 0.249 | 0.137 | 0.112
==> timing repair <==
action,4_1_cts,5_1_grt
endpoints found under the setup margin,16,9
buffers inserted,0,0
gates resized,31,11
Power and IR drop assume default switching activity.
