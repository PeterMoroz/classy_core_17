--- ./config.mk ---
export PLATFORM = sky130hd
export DESIGN_NAME = top
export DESIGN_NICKNAME = top
export VERILOG_FILES = /design/flow/design.v
export SDC_FILE = /design/flow/constraint.sdc
export NUM_CORES = 4
export LEC_CHECK = 1
export CORE_UTILIZATION = 50
--- ./constraint.sdc ---
current_design top

set clk_period 8.1
set clk_io_pct 0.2

create_clock -name clk0 -period $clk_period [get_ports {i_clk}]

set non_clock_inputs [all_inputs -no_clocks]
set_input_delay [expr $clk_period * $clk_io_pct] -clock clk0 $non_clock_inputs
set_output_delay [expr $clk_period * $clk_io_pct] -clock clk0 [all_outputs]
--- ./design.v ---
module CtrlFetch
(
	input wire i_clk,
	input wire i_reset,
	input wire[1:0] i_mode12K,
	input wire[1:0] i_modeAddZA,
	input wire i_modePCZ,
	input wire i_loadIR,
	input wire i_loadPC,
	input wire[15:0] i_K,
	input wire[15:0] i_A,
	input wire[15:0] i_Z,
	output wire[15:0] o_IR,
	output wire[15:0] o_PMDATA,
	input wire[15:0] i_PMDATA,
	output wire[15:0] o_PMADDR
);
reg[15:0] r_PC, r_IR;
reg[15:0] r_adderOutput, r_pcInput, r_addr;
always @(*)
begin
	if (i_mode12K == 2'b00)
		r_adderOutput = r_PC + 1;
	else if (i_mode12K == 2'b01)
		r_adderOutput = r_PC + 2;
	else
		r_adderOutput = r_PC + i_K;
end
always @(*)
begin
	if (i_modeAddZA == 2'b10)
		r_pcInput = i_Z;
	else if (i_modeAddZA == 2'b11)
		r_pcInput = i_A;
	else
		r_pcInput = r_adderOutput;
end
always @(*)
begin
	r_addr = i_modePCZ == 0 ? r_PC : i_Z;
end
assign o_PMADDR = r_addr;
assign o_PMDATA = i_PMDATA;
assign o_IR = r_IR;
  always @(posedge i_clk)
begin
  if (i_clk == 1'b1)
	begin
      if (i_reset)
		begin
			r_PC <= 16'h0000;
			r_IR <= 16'h0000;
		end
		else
		begin
			if (i_loadPC == 1'b1)
				r_PC <= r_pcInput;
			if (i_loadIR == 1'b1)
				r_IR <= i_PMDATA;
		end
	end
end
endmodule
module top
(
	input wire i_clk,
	input wire i_reset,
	input wire[1:0] i_mode12K,
	input wire[1:0] i_modeAddZA,
	input wire i_modePCZ,
	input wire i_loadIR,
	input wire i_loadPC,
	input wire[15:0] i_K,
	input wire[15:0] i_A,
	input wire[15:0] i_Z,
	output wire[15:0] o_IR,
	output wire[15:0] o_PMDATA,
	input wire[15:0] i_PMDATA,
	output wire[15:0] o_PMADDR
);
CtrlFetch ctrl_fetch_0(.i_clk(i_clk), .i_reset(i_reset), 
					.i_mode12K(i_mode12K), .i_modeAddZA(i_modeAddZA), .i_modePCZ(i_modePCZ), .i_loadIR(i_loadIR), .i_loadPC(i_loadPC),
					.i_K(i_K), .i_A(i_A), .i_Z(i_Z), .o_IR(o_IR), .o_PMDATA(o_PMDATA),
					.i_PMDATA(i_PMDATA), .o_PMADDR(o_PMADDR));
endmodule
--- ./run.sh ---
#!/bin/bash
# OpenROAD 26Q1-2900-gdf79404cd8, Yosys 0.63+post, stock flow scripts
make -C /OpenROAD-flow-scripts/flow DESIGN_CONFIG=/design/flow/config.mk WORK_HOME=/design/flow/orfs finish
==> qor.txt <==
highest routed layer -> met4
global-route wire length before repair -> 13.2 mm
CP cell instances -> clkdlybuf4s50_1 > buf_4 > mux2_2 > clkdlybuf4s50_1
tool warning count -> 26
crit path DRT -> 6.48 ns
slowest stage delay, CP -> 0.46 ns
Setup Viol. Count Final -> 0
clock root buffer -> clkbuf_8
status -> finished, final reports clean
DRT iter0 DRCs -> 173
cell seen most often among critical-path stages -> clkdlybuf4s50_1
Slew HR -> 0.457
IO Port Bufs -> 120
RSZ-0062 raised after global routing -> no
setup TNS -> 0 ns
Ys Warns -> 1
area grow syn2layout -> 41.6%
Die Width -> 78.8 microns
R2R depth -> 8
average wire per standard cell -> 15.6 microns
crit share post-route -> 0.585
Antenna Violating Nets Remaining -> 0
dpl hpwl -> 6.12 mm
Hold-fix buffers, CTS -> 0
GRT overflow -> 0
vias in the first global route -> 2,754
Critical R2R Launch -> ctrl_fetch_0.r_PC[0]
Slew @ Worst Pin -> 0.812 ns
most numerous logic cell after layout -> clkdlybuf4s50_1
GRT Total Usage -> 0.272
Post-synth EDFFs -> 0
register area share after synthesis -> 0.217
Final Slew Violations -> 0
CTS max path bufs -> 2
Post-CTS Setup Inserts -> 0
number of max-cap violations -> 0
Comb gate area -> 0.00209 sq mm
Floorplan Utilization -> 0.526
I/O pin count -> 121
Cell Rows -> 27
Arr. time, crit path -> 3.12 ns
CTS resizes -> 0
DR WL met2 -> 3.83 mm
skew final -> 0.00483 ns
CTS clk-pin slew, worst paths -> 0.07 ns
TritonCTS clock tree -> yes
Inserted Clock Buffers -> 5
GP Congestion -> 0.900
drc violations -> 0
Top cells excl fill/tap -> clkdlybuf4s50_1 (120), a21oi_1 (34), nor2_1 (32), dfxtp_1 (32), mux2i_1 (29)
Leak -> 1.69 nW
wl on met1 -> 3.71 mm
Power Dens Cells -> 131 mW/mm^2
ys cells -> 354
endpoints failing hold -> 0
chip height -> 78.8 microns
yosys synthesis chip area -> 0.00295 sq mm
FF/Latch Area -> 641 sq um
Mean Syn Cell Area -> 8.33 sq um
H-Tree Level Count -> 2
area of the mapped netlist -> 0.00295 sq mm
Detailed Route WL -> 8.12 mm
hold path cells -> 2
met3 WL -> 475 microns
share of cells above drive strength 1 -> 0.0911
via count -> 2,944
Synth Register Bits -> 32
cell area after placement -> 0.00407 sq mm
hold_sp -> ctrl_fetch_0.r_IR[4]
Hold Crit Class -> flip-flop to flip-flop
pin count of the biggest net entering global routing -> 38
ys flop type -> dfxtp_1
clock sinks -> 32
Setup crit start -> i_modePCZ
Fillers -> 430
Diodes inserted -> 0
vias per inst -> 5.64
Finished Layout Cells -> 522
Synth Instances -> 354
latest clock arrival within the worst-skew pair -> 0.28 ns
Cell Type Count -> 55
minimum clock period -> 4.74 ns
Worst Path Max Fanout -> 17
Async S/R FF share, synth -> 0
Core Region -> 0.00561 sq mm
Critical Path End Type -> primary output
CP max stage cell -> clkdlybuf4s50_1
final instance area -> 0.00418 sq mm
drt pass-1 iters -> 4
initial antenna violation count -> 0
Cells after DPL -> 514
kind of critical path -> input pin to primary output
Fmax -> 0.211 GHz
CP Launch Type -> input pin
Max VDD drop -> 0.0832 mV
chip area -> 0.00621 sq mm
[metrics by stage]
step / hold WS (ns) / setup slack, ns / power (mW) / util
floorplan: 0.437 / 3.91 / 0.306 / -
global placement: 0.473 / 3.37 / 0.395 / 0.725
detailed placement: 0.486 / 3.35 / 0.398 / 0.725
CTS: 0.502 / 3.34 / 0.550 / 0.745
global route: 0.529 / 3.28 / 0.581 / 0.745
finish: 0.492 / 3.36 / 0.547 / 0.745
[Yosys cell counts (4+ instances only)]
cell	number	area [sq um]
mux2i_1	29	290
or3_1	4	25.0
o21ai_0	14	70.1
a21o_1	4	30.0
o21a_1	4	30.0
a211oi_1	9	67.6
nor2_1	32	120
buf_1	4	15.0
clkbuf_1	12	45.0
a21oi_1	34	170
xnor2_1	12	105
ha_1	17	213
o31ai_1	4	30.0
nand4_1	4	25.0
inv_1	5	18.8
mux2_2	22	248
xor2_1	10	87.6
nand3_1	8	40.0
nand2_1	18	67.6
buf_4	17	128
dfxtp_1	32	641
nor3_1	6	30.0
o22ai_1	5	31.3
[state kept, by name (all words and copies together) (netlist names)]
signal / count
ctrl_fetch_0.r_IR: 16
ctrl_fetch_0.r_PC: 16
[power by group]
part | total (mW) | switching [mW] | leakage (nW) | internal (mW)
clock network | 0.151 | 0.0602 | 0.0552 | 0.0912
registers | 0.186 | 0.0167 | 0.265 | 0.169
logic | 0.210 | 0.0886 | 1.37 | 0.121
total | 0.547 | 0.166 | 1.69 | 0.382
[worst max-delay path: cells and delay by family]
family                 cells  cell delay [ns]
multiplexers               1             0.37
buffers and inverters      3             1.13
[final timing paths]
check	end	slack (ns)
max	o_PMADDR[13]	3.36
min	ctrl_fetch_0.r_IR[4]	0.49
max reg2reg	ctrl_fetch_0.r_PC[12]	5.39
min reg2reg	ctrl_fetch_0.r_IR[4]	0.49
[area by class of cell]
type	instances	share of cell area
multi-input combinational	281	0.500
sequential	32	0.153
clock inverter	2	0.00839
inverter	5	0.00450
tap	72	0.0216
timing repair buffer	124	0.295
clock buffer	6	0.0174
[routing by layer]
metal | GRT usage | up-vias
met3 | 0.0373 | 11
met4 | 0.0444 | 0
li1 | - | 1491
met1 | 0.395 | 1346
met5 | 0 | -
met2 | 0.443 | 96
[kinds of logic (layout without fill, tap and decap cells)]
logic type | Yosys count | after routing | synth area share
AOI/OAI and AO/OA | 97 | 97 | 0.221
and+or+nand+nor | 93 | 93 | 0.160
muxes | 51 | 51 | 0.182
buffers and inverters | 41 | 137 | 0.0751
DFF | 32 | 32 | 0.217
xor gates and xnor gates | 22 | 22 | 0.0653
adders and majority gates | 18 | 18 | 0.0789
Power is estimated from default activity; no workload was simulated.
